`design/flow/constraint.sdc`:
```
current_design inter

set clk_period 5.2
set clk_io_pct 0.2

create_clock -name clk0 -period $clk_period [get_ports {clk}]

set non_clock_inputs [all_inputs -no_clocks]
set_input_delay [expr $clk_period * $clk_io_pct] -clock clk0 $non_clock_inputs
set_output_delay [expr $clk_period * $clk_io_pct] -clock clk0 [all_outputs]
```
`design/flow/config.mk`:
```
export PLATFORM = sky130hd
export DESIGN_NAME = inter
export DESIGN_NICKNAME = inter
export VERILOG_FILES = /design/flow/design.v
export SDC_FILE = /design/flow/constraint.sdc
export NUM_CORES = 4
export LEC_CHECK = 1
export CORE_AREA = 10 10 111 111
export DIE_AREA = 0 0 121 121
```
`design/flow/design.v`:
```
module inter(
  clk,
  rst_n,
  in_valid_1,
  in_valid_2,
  data_in_1,
  data_in_2,
  ready_slave1,
  ready_slave2,
  valid_slave1,
  valid_slave2,
  addr_out,
  value_out,
  handshake_slave1,
  handshake_slave2
);
input clk, rst_n, in_valid_1, in_valid_2;
input [6:0] data_in_1, data_in_2; 
input ready_slave1, ready_slave2;
output logic valid_slave1, valid_slave2;
output logic [2:0] addr_out, value_out;
output logic handshake_slave1, handshake_slave2;
parameter [1:0] IDLE = 2'b000,
                MASTER1 = 2'b001,
                MASTER2 = 2'b010,
                HANDSHAKE = 2'b011;
logic in1, in2, in1_next, in2_next, vs1, vs1_next, vs2, vs2_next, rd1, rd2;
logic [1:0] state, next;
logic [6:0] store1, store1_next, store2, store2_next;
always_ff @(posedge clk, negedge rst_n) begin
    if(!rst_n) begin
        in1 <= 0;
        in2 <= 0;
        vs1 <= 0;
        vs2 <= 0;
        state <= IDLE;
        store1 <= 0;
        store2 <= 0;
    end
    else begin
        in1 <= in1_next;
        in2 <= in2_next;
        vs1 <= vs1_next;
        vs2 <= vs2_next;
        state <= next;
        store1 <= store1_next;
        store2 <= store2_next;
        rd1 <= ready_slave1;
        rd2 <= ready_slave2;
    end
end
always_comb begin : nextstate
    case(state)
    IDLE : begin
        if(in1) begin
            next = MASTER1;
        end
        else if(in2) begin
            next = MASTER2;
        end
        else begin
            next = IDLE;
        end
    end
    MASTER1 : begin
        if(store1[6] == 0 && vs1 && rd1) begin
            next = HANDSHAKE;
        end
        else if (store1[6] == 1 && vs2 && rd2) begin
            next = HANDSHAKE;
        end
        else begin
            next = MASTER1;
        end
    end
    MASTER2 : begin
        if(store2[6] == 0 && vs1 && rd1) begin
            next = HANDSHAKE;
        end
        else if (store2[6] == 1 && vs2 && rd2) begin
            next = HANDSHAKE;
        end
        else begin
            next = MASTER2;
        end
    end
    HANDSHAKE : begin
        if(in1) begin
            next = MASTER1;
        end
        else if(in2) begin
            next = MASTER2;
        end
        else begin
            next = IDLE;
        end
    end
    default : begin
        next = IDLE;
    end
    endcase
end : nextstate
always_comb begin : in1in2
    case(state)
    IDLE : begin
		if(in_valid_1 || in_valid_2) begin
			in1_next = in_valid_1;
        	in2_next = in_valid_2;
		end
		else begin
			in1_next = in1;
			in2_next = in2;
		end
    end
    MASTER1 : begin
		in2_next = in2;
        if(store1[6] == 0 && vs1 && rd1) begin
            in1_next = 0;
        end
        else if (store1[6] == 1 && vs2 && rd2) begin
            in1_next = 0;
        end
        else begin
            in1_next = in1;
        end
    end
    MASTER2 : begin
		in1_next = in1;
        if(store2[6] == 0 && vs1 && rd1) begin
            in2_next = 0;
        end
        else if (store2[6] == 1 && vs2 && rd2) begin
            in2_next = 0;
        end
        else begin
            in2_next = in2;
        end
    end
    HANDSHAKE : begin
        in1_next = in1;
        in2_next = in2;
    end
    default : begin
        in1_next = 0;
        in2_next = 0;
    end
    endcase
end : in1in2
always_comb begin : vsnext
    case(state)
    IDLE : begin
        if(in1) begin
            if(!store1[6]) begin
                vs1_next = 1;
                vs2_next = 0;
            end
            else begin
                vs1_next = 0;
                vs2_next = 1;
            end
        end
        else if(in2) begin
            if(!store2[6]) begin
                vs1_next = 1;
                vs2_next = 0;
            end
            else begin
                vs1_next = 0;
                vs2_next = 1;
            end
        end
        else begin
            vs1_next = 0;
            vs2_next = 0;
        end
    end
    MASTER1 : begin
        vs1_next = vs1;
        vs2_next = vs2;
    end
    MASTER2 : begin
        vs1_next = vs1;
        vs2_next = vs2;
    end
    HANDSHAKE : begin
        if(in1) begin
            if(!store1[6]) begin
                vs1_next = 1;
                vs2_next = 0;
            end
            else begin
                vs1_next = 0;
                vs2_next = 1;
            end
        end
        else if(in2) begin
            if(!store2[6]) begin
                vs1_next = 1;
                vs2_next = 0;
            end
            else begin
                vs1_next = 0;
                vs2_next = 1;
            end
        end
        else begin
            vs1_next = 0;
            vs2_next = 0;
        end
    end
    default : begin
        vs1_next = 0;
        vs2_next = 0;
    end
    endcase
end : vsnext
always_comb begin : storage
    case(state)
    IDLE : begin
		if(in_valid_1 || in_valid_2) begin
			store1_next = data_in_1;
			store2_next = data_in_2;
		end
		else begin
			store1_next = store1;
			store2_next = store2;
		end
    end
    MASTER1 : begin
        store1_next = store1;
        store2_next = store2;
    end
    MASTER2 : begin
        store1_next = store1;
        store2_next = store2;
    end
    HANDSHAKE : begin
        store1_next = store1;
        store2_next = store2;
    end
    default : begin
        store1_next = 0;
        store2_next = 0;
    end
    endcase
end : storage
assign valid_slave1 = vs1;
assign valid_slave2 = vs2;
always_comb begin : hs
    if(state == HANDSHAKE) begin
        if(vs1) begin
            handshake_slave1 = 1;
            handshake_slave2 = 0;
        end
        else if(vs2) begin
            handshake_slave1 = 0;
            handshake_slave2 = 1;
        end
        else begin
            handshake_slave1 = 0;
            handshake_slave2 = 0;
        end
    end
    else begin
        handshake_slave1 = 0;
        handshake_slave2 = 0;
    end
end : hs
always_comb begin 
    case(state)
	IDLE : begin
		addr_out = 0;
        value_out = 0;
	end
	MASTER1 : begin
		addr_out = store1[5:3];
        value_out = store1[2:0];
	end
	MASTER2 : begin
		addr_out = store2[5:3];
        value_out = store2[2:0];
	end
	HANDSHAKE : begin
		if(vs1) begin
			addr_out = store1[5:3];
        	value_out = store1[2:0];
		end
		else if (vs2) begin
			addr_out = store2[5:3];
        	value_out = store2[2:0];
		end
		else begin
			addr_out = 0;
        	value_out = 0;
		end
	end
	default : begin
		addr_out = 0;
        value_out = 0;
	end
    endcase
end 
endmodule
```
`design/flow/run.sh`:
```
#!/bin/bash
# OpenROAD 26Q1-2900-gdf79404cd8, Yosys 0.63+post, stock flow scripts
make -C /OpenROAD-flow-scripts/flow DESIGN_CONFIG=/design/flow/config.mk WORK_HOME=/design/flow/orfs finish
```
==> summary.txt <==
On the backend side, the flow ran end to end.

The data arrival time of the critical path stands at roughly 1.9 ns. In this run the critical register-to-register path is launched from state[3]. The horizontal die size stands at roughly 120 um. The final setup skew stands at approximately 0.0039 ns. The synthesized design contains 24 register bits. The post-CTS setup buffer count stands at 0. In this run the vertical extent of the chip is between 100 and 150 um. The number of global-route vias before repair stands at 813. The number of vias in the routed layout stands at about 780. The iteration count of the initial detailed-routing pass stands at 4. The initial core utilization stands at 11.3%. The critical path in this run is classified as register to primary output. The skew report gives the latency at the later pin of the worst-skew pair as 0.26 ns. After synthesis, the netlist uses 23 different library cells. For reference, the post-synthesis area per instance comes to ~13 sq um. The routability-driven placement congestion ratio stands at 0.796. Per the detail_route report, routed wire per instance is approximately 12 um. After synthesis, the share of cell area in mux cells is between 10% and 20%. The number of instances in the synthesized netlist stands at 85. Summed over all layers, the global routing overflow is 0. Sorting the synthesized cells by area gives the leading types as dfrtp_1 (47%), mux2_4 (14%), a22o_2 (5.4%). The final number of setup-violating endpoints stands at 0.

Looking at the clock tree report, the H-tree level count equals 1. The maximum root-to-sink buffer count stands at 2. The floorplan report gives the top-level pin count as 30. Detailed placement finished with a half-perimeter wire length of 2240 um. STA puts the critical path data required time at about 4.2 ns.

The number of antenna violations at the first check in global routing stands at 0. The post-layout period usage of the worst path stands at between 50% and 60%. The sum of routed wire length over all layers stands at around 2900 um. The number of antenna diodes in the final layout is 0. Per the timing report, the most critical flop-to-flop path finishes at store2[3]. Nets still carrying antenna violations after routing amount to 0. Sorting the Yosys area breakdown by cell type puts at the top dfrtp_1. In this run the static leakage power is 0.625 nW. After Yosys synthesis, AND-OR and OR-AND compound gates account for 12.4% of the synthesized area. The synthesis warning total stands at 1. The worst path in the final design needs a cycle of 2.97 ns, including I/O delays and setup. The final layout reports a setup TNS of 0 ns. In the synthesis report, Yosys lists the chip area as ~1100 sq um. Post-CTS repair ended up resizing 0 cells. From synthesis to final layout, the design area changed by 44.0%. Along the worst path, the maximum fanout reaches 6. The sequential-to-total area share from yosys stat stands at between 50% and 60%.

The fill cell total of the finished layout stands at approximately 1100. Detailed placement reports a standard cell area of around 1600 sq um. The reg-to-reg setup timing slack stands at ~3.8 ns. Logic depth along the worst register-to-register path is recorded as 3.

The report lists the power per cell area as approximately 220 nW/um^2. Hold repair after CTS inserted 0 buffers. The run finished with clean final reports. The script parses the final routing iteration and logs DRC violations as 0. The highest clock rate this design can be run at is approximately 0.34 GHz.

According to the timing report, the critical path is launched from state[3]. The count of maximum capacitance violations stands at 0. The largest net degree at the start of global routing stands at 25. Before any placement, the netlist area is recorded as roughly 1100 sq um.

TritonCTS built the clock tree. Summing the areas of all xor and xnor instances in the mapped netlist gives 0% of the synthesized area. Of the total synthesized cell area, the portion taken by AND, OR, NAND and NOR gates is between 10 and 15%. Once layout is done, the placed cells without fillers occupy 1600 sq um. In the final report, the number of hold violations comes to 0.

In this run the tool buffered the top-level ports with 29 buffer cells. The number of clock sinks stands at 24. The clock transition at the registers of the reported paths stands at approximately 0.080 ns. Looking at the VDD voltage map, the peak drop is between 0.00007 and 0.00008 V. In this run the full chip footprint comes out at approximately 15000 sq um.

Setup repair after global routing left no endpoint under its margin. Max-slew check failures listed in the final report amount to 0. Of the post-synthesis cell area, the dominant cell type holds between 40% and 50%. The count of instantiated cells in the yosys netlist stands at roughly 85. The core region is 9860 sq um. STA classifies the critical path endpoint as a primary output.

For reference, full adder, half adder and majority cells occupy 0% of the area reported after synthesis. The violation tally from detailed-route iteration zero stands at 21. Grouping non-sequential cells by family puts the most area in multiplexers. Across all stage logs, warnings added up to 25. The via-per-instance ratio stands at 3.12. STA classifies the critical path startpoint as a register. Total global-route track usage over all layers is approximately 3.8%. According to the hold report, the worst path is of the register to register type. The max-slew check reports its worst relative slack as between 70% and 80%. The first-pass GRT wire length stands at ~4500 um. Clock tree synthesis selected as its root buffer the cell clkbuf_8. The standard-cell row count stands at 36. The CTS report gives the tree buffer count as 3. The layout summary lists the proportion of cells stronger than drive strength 1 as around a quarter. For the pin with the worst max-slew slack, the measured transition is around 0.31 ns.

Per STA, the endpoint of the critical path is addr_out[1].
[routing by layer]
layer	track usage (%)	part of all wire, %
met1	4.74	41
met3	2.03	11
met2	5.68	45
met5	0	0
met4	0.905	2.2
[synth_stat cells]
cell / number
a22o_1: 3
dfstp_2: 1
mux2_2: 4
dfrtp_1: 21
nand3_1: 2
nor3_1: 1
nor2b_1: 1
mux2_4: 10
nand2_4: 1
nand3b_1: 3
nor3_4: 1
o211ai_1: 2
buf_6: 1
a22o_2: 6
edfxtp_1: 2
nor2_1: 7
buf_2: 2
a21oi_1: 2
or2_2: 2
nand2_1: 7
o21ai_0: 4
a31oi_1: 1
and2_2: 1
[worst min-delay path by stage]
stage / from / endpoint / slack [ns] / cells past startpoint
final: in2 / state[0] / 0.51 / 1
after global routing: store2[2] / store2[2] / 0.53 / 1
after CTS: in2 / state[0] / 0.50 / 1
[cell usage in the layout, fill, tap and decap left out, drive strengths merged]
cell / count
a21oi: 2
a22o: 9
a31oi: 1
and2: 1
buf: 1
clkbuf: 4
clkdlybuf4s50: 29
dfrtp: 21
dfstp: 1
edfxtp: 2
mux2: 14
nand2: 8
nand3: 2
nand3b: 3
nor2: 7
nor2b: 1
nor3: 2
o211ai: 2
o21ai: 4
or2: 2
[stage by stage]
step           setup slack [ns]  utilization [%]  total power, mW  hold slack [ns]  instances
2_1_floorplan              2.99                -            0.217            0.437         85
3_3_place_gp               2.51             15.7            0.242            0.483        245
3_5_place_dp               2.51             15.7            0.242            0.488        245
4_1_cts                    2.20             16.2            0.358            0.502        249
5_1_grt                    2.15             16.2            0.369            0.529        249
6_report                   2.23             16.2            0.348            0.507        249
[worst max-delay path, cell delays in order, from the launching register on]
cell	delay, ns
dfrtp_1	0.46
and2_2	0.21
or2_2	0.35
a22o_2	0.24
clkdlybuf4s50_1	0.41
[logic make-up (layout without fill, tap and decap cells)]
kind of cell | Yosys count | after routing
and+or+nand+nor | 26 | 26
DFF | 24 | 24
AOI/OAI and AO/OA | 18 | 18
muxes | 14 | 14
buffers and inverters | 3 | 34
[report_power, final]
part	leakage, nW	switching [mW]	internal (mW)	total, mW
registers	0.283	0.00747	0.198	0.205
logic	0.320	0.00964	0.0233	0.0329
clock network	0.0228	0.0553	0.0546	0.110
[cell type report]
class	instances	area, sq um	share of cell area [%]
Clock buffer	4	45.0	2.82
Timing Repair Buffer	30	298	18.6
Multi-Input combinational cell	58	477	29.8
Sequential cell	24	612	38.3
Tap cell	133	166	10.4
[flip-flops by register name (all words and copies together) (netlist names)]
register  cells
in1           1
in2           1
rd1           1
rd2           1
state         4
store1        7
store2        7
vs1           1
vs2           1
No activity file was given, so power comes from the tool's default toggle rates.
